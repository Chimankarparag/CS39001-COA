File: flow/run.sh
#!/bin/bash
# OpenROAD 26Q1-2900-gdf79404cd8, Yosys 0.63+post, stock flow scripts
make -C /OpenROAD-flow-scripts/flow DESIGN_CONFIG=/design/flow/config.mk WORK_HOME=/design/flow/orfs finish
File: flow/config.mk
export PLATFORM = sky130hd
export DESIGN_NAME = rca_64
export DESIGN_NICKNAME = rca_64
export VERILOG_FILES = /design/flow/design.v
export SDC_FILE = /design/flow/constraint.sdc
export NUM_CORES = 4
export LEC_CHECK = 1
export CORE_AREA = 10 10 113 113
export DIE_AREA = 0 0 123 123
File: flow/constraint.sdc
current_design rca_64

set clk_period 62.5
set clk_io_pct 0.2

create_clock -name clk0 -period $clk_period

set non_clock_inputs [all_inputs -no_clocks]
set_input_delay [expr $clk_period * $clk_io_pct] -clock clk0 $non_clock_inputs
set_output_delay [expr $clk_period * $clk_io_pct] -clock clk0 [all_outputs]
File: flow/design.v
`timescale 1ns / 1ps
module full_adder(input in1, input in2, input cin,output out , output cout );
wire g2_out, g3_out, g4_out;    
xor g1(out, in1, in2, cin);      
and g2(g2_out,in1, in2);         
xor g3(g3_out, in1,in2);         
and g4(g4_out,g3_out,cin);       
or g5(cout, g2_out, g4_out);     
endmodule
module rca_16(
    input [15:0] A,
    input [15:0] B,
    input Cin,
    output [15:0] SUM,
    output Cout
);
    wire carry_out_8;
    rca_8 lower(
        .A(A[7:0]),
        .B(B[7:0]),
        .Cin(Cin),
        .SUM(SUM[7:0]),
        .Cout(carry_out_8)
    );
    rca_8 upper(
        .A(A[15:8]),
        .B(B[15:8]),
        .Cin(carry_out_8),
        .SUM(SUM[15:8]),
        .Cout(Cout)
    );
endmodule
module rca_32(
    input [31:0] A,
    input [31:0] B,
    input Cin,
    output [31:0] SUM,
    output Cout
);
    wire carry_out_16;
    rca_16 lower(
        .A(A[15:0]),
        .B(B[15:0]),
        .Cin(Cin),
        .SUM(SUM[15:0]),
        .Cout(carry_out_16)
    );
    rca_16 upper(
        .A(A[31:16]),
        .B(B[31:16]),
        .Cin(carry_out_16),
        .SUM(SUM[31:16]),
        .Cout(Cout)
    );
endmodule
module rca_4(
    input [3:0] A,
    input [3:0] B,
    input Cin,
    output [3:0] SUM,
    output Cout
);
    wire [2:0] carry;
    full_adder FA0(A[0], B[0], Cin, SUM[0], carry[0]);
    full_adder FA1(A[1], B[1], carry[0], SUM[1], carry[1]);
    full_adder FA2(A[2], B[2], carry[1], SUM[2], carry[2]);
    full_adder FA3(A[3], B[3], carry[2], SUM[3], Cout);
endmodule
module rca_64(
    input [63:0] A,
    input [63:0] B,
    input Cin,
    output [63:0] SUM,
    output Cout
);
    wire carry_out_32;
    rca_32 lower(
        .A(A[31:0]),
        .B(B[31:0]),
        .Cin(Cin),
        .SUM(SUM[31:0]),
        .Cout(carry_out_32)
    );
    rca_32 upper(
        .A(A[63:32]),
        .B(B[63:32]),
        .Cin(carry_out_32),
        .SUM(SUM[63:32]),
        .Cout(Cout)
    );
endmodule
module rca_8(
    input [7:0] A,
    input [7:0] B,
    input Cin,
    output [7:0] SUM,
    output Cout
);
    wire carry_out_4;
    rca_4 lower(
        .A(A[3:0]),
        .B(B[3:0]),
        .Cin(Cin),
        .SUM(SUM[3:0]),
        .Cout(carry_out_4)
    );
    rca_4 upper(
        .A(A[7:4]),
        .B(B[7:4]),
        .Cin(carry_out_4),
        .SUM(SUM[7:4]),
        .Cout(Cout)
    );
endmodule
==> report_table.html <==
<p>Metrics extracted from the flow reports.</p>
<table>
<tr><th>Metric</th><th>Value</th></tr>
<tr><th colspan="2">Timing</th></tr>
<tr><td>Tightest slew margin relative to the limit</td><td>0.911</td></tr>
<tr><td>Accumulated negative setup slack</td><td>0 ps</td></tr>
<tr><td>Post-layout minimum cycle time</td><td>50950 ps</td></tr>
<tr><td>RSZ-0062 raised after global routing</td><td>false</td></tr>
<tr><td>Number of setup violations in the final report</td><td>0</td></tr>
<tr><td>Hold violation count in the final report</td><td>0</td></tr>
<tr><td>Ratio of final minimum period to clock period</td><td>0.815</td></tr>
<tr><td>Tightest Pin Transition</td><td>133 ps</td></tr>
<tr><td>Max-slew violation count</td><td>0</td></tr>
<tr><td>Highest achievable clock rate</td><td>0.0196 GHz</td></tr>
<tr><th colspan="2">Floorplanning</th></tr>
<tr><td>Die Area</td><td>15100 sq um</td></tr>
<tr><td>Cell row count</td><td>37</td></tr>
<tr><td>Floorplan-stage core utilization</td><td>0.174</td></tr>
<tr><td>Core Region</td><td>slightly above 10000 sq um</td></tr>
<tr><td>Top-level I/O count</td><td>194</td></tr>
<tr><td>Die extent in x</td><td>123 microns</td></tr>
<tr><td>Die Span Y</td><td>123 microns</td></tr>
<tr><th colspan="2">Setup path</th></tr>
<tr><td>Data required time of the critical path</td><td>about 50000 ps</td></tr>
<tr><td>Worst setup path class</td><td>primary input to primary output</td></tr>
<tr><td>Most numerous cell on the critical path</td><td>sky130_fd_sc_hd__fa_1</td></tr>
<tr><td>Slowest Stage Delay on Critical Path</td><td>450 ps</td></tr>
<tr><td>Critical Path Start</td><td>B[0]</td></tr>
<tr><td>Arrival time reported for the critical path endpoint</td><td>38440 ps</td></tr>
<tr><td>Crit path capture type</td><td>primary output</td></tr>
<tr><td>Biggest fanout along the worst timing path</td><td>1</td></tr>
<tr><td>Worst Setup EP</td><td>SUM[63]</td></tr>
<tr><td>Element type at the critical path start</td><td>primary input</td></tr>
<tr><td>Slowest cell on the critical path</td><td>sky130_fd_sc_hd__clkdlybuf4s50_1</td></tr>
<tr><th colspan="2">Place</th></tr>
<tr><td>Input/output buffers</td><td>194</td></tr>
<tr><td>HPWL Detailed</td><td>6570 microns</td></tr>
<tr><td>Final RePlAce weighted congestion</td><td>0.891</td></tr>
<tr><th colspan="2">Synth</th></tr>
<tr><td>Area share of the leading cell type in the synthesized netlist</td><td>0.712</td></tr>
<tr><td>Synth Area per Inst</td><td>13.0 sq um</td></tr>
<tr><td>Cell types with the largest area share after synthesis</td><td>sky130_fd_sc_hd__fa_1, sky130_fd_sc_hd__buf_4, sky130_fd_sc_hd__inv_1</td></tr>
<tr><td>Synthesized chip area reported by yosys</td><td>1800 sq um</td></tr>
<tr><td>Gate Count Post-Synth</td><td>138</td></tr>
<tr><td>Count of unique library cells instantiated by Yosys</td><td>3</td></tr>
<tr><td>Area of the mapped netlist</td><td>1800 sq um</td></tr>
<tr><td>Library cell occupying the most area in the post-synthesis netlist</td><td>sky130_fd_sc_hd__fa_1</td></tr>
<tr><td>Synth Seq Share</td><td>0</td></tr>
<tr><td>Synth top cells by count</td><td>sky130_fd_sc_hd__buf_4, sky130_fd_sc_hd__fa_1, sky130_fd_sc_hd__inv_1</td></tr>
<tr><td>Number of warnings reported in the yosys synthesis log</td><td>0</td></tr>
<tr><td>Ys cells</td><td>138</td></tr>
<tr><th colspan="2">Clocking</th></tr>
<tr><td>Buffers inserted by post-CTS timing repair</td><td>0</td></tr>
<tr><td>Cts repair resizes</td><td>0</td></tr>
<tr><td>Hold buffers post-CTS</td><td>0</td></tr>
<tr><th colspan="2">GRT</th></tr>
<tr><td>GRT Total Usage</td><td>0.0851</td></tr>
<tr><td>Total congestion overflow</td><td>0</td></tr>
<tr><td>Via count of the first global-routing pass</td><td>1746</td></tr>
<tr><td>Global-route wire length before repair</td><td>9930 microns</td></tr>
<tr><td>Maximum number of pins on one net before global-route repair</td><td>2</td></tr>
<tr><td>Number of antenna violations at the first check in global routing</td><td>0</td></tr>
<tr><th colspan="2">Final layout</th></tr>
<tr><td>Count of clock-net buffers in the final layout</td><td>0</td></tr>
<tr><td>Area growth, synth to finish</td><td>90.7%</td></tr>
<tr><td>FF/Latch Area</td><td>0 sq um</td></tr>
<tr><td>Layout cell share with drive strength beyond 1</td><td>0</td></tr>
<tr><td>MI comb area</td><td>1280 sq um</td></tr>
<tr><td>Flip-flops</td><td>0</td></tr>
<tr><td>Filler instances</td><td>1031</td></tr>
<tr><th colspan="2">Power and ir drop</th></tr>
<tr><td>Pwr per Cell Area</td><td>9.96 nW/um^2</td></tr>
<tr><td>Worst vdd ir</td><td>0.00446 mV</td></tr>
<tr><td>Leakage dissipation</td><td>0.00128 uW</td></tr>
<tr><td>Total power consumption of the routed design</td><td>34.2 uW</td></tr>
<tr><th colspan="2">Status</th></tr>
<tr><td>Run status</td><td>finished, final reports clean</td></tr>
<tr><th colspan="2">Detailed routing</th></tr>
<tr><td>Average wire length per cell after detail routing</td><td>16.6 microns</td></tr>
<tr><td>Count of unresolved DRC violations after routing</td><td>0</td></tr>
<tr><td>Antenna cell count</td><td>0</td></tr>
<tr><td>Drt initial violations</td><td>6</td></tr>
<tr><td>Number of nets with antenna violations after routing</td><td>0</td></tr>
<tr><td>First-pass iteration count of the detailed router</td><td>2</td></tr>
<tr><td>Via Count</td><td>roughly 1.4k</td></tr>
<tr><td>Drt via density</td><td>between 3 and 4</td></tr>
<tr><td>Wire length reported by the detailed router</td><td>6720 microns</td></tr>
<tr><th colspan="2">Worst hold path</th></tr>
<tr><td>Worst min-delay path category</td><td>primary input to primary output</td></tr>
<tr><th colspan="2">Flow run</th></tr>
<tr><td>Number of maximum-capacitance violations</td><td>0</td></tr>
<tr><td>Number of warnings in the stage logs</td><td>32</td></tr>
</table>
==> cell usage in the layout, fill, tap and decap left out <==
master / netlist / final
sky130_fd_sc_hd__clkdlybuf4s50_1: 0 / 194
sky130_fd_sc_hd__fa_1: 64 / 64
sky130_fd_sc_hd__inv_1: 10 / 10
==> critical path: cells and delay by family <==
family	cells	cell delay (ps)
buffers and inverters	6	1100
adders and majority gates	64	24810
==> final cells by class <==
cell class / count / share of cell area
inverter: 10 / 0.0109
timing repair buffer: 194 / 0.566
multi-input combinational: 64 / 0.373
tap: 136 / 0.0496
==> layer usage <==
metal	GRT usage	share of wire
met1	0.106	0.36
met2	0.114	0.36
met3	0.0800	0.28
met4	0	0
met5	0	0
==> metrics by stage <==
stage	util	cell area [sq um]	worst slack [ps]	instances	hold WS [ps]
final	0.332	3430	11560	404	26040
after global routing	0.332	3430	10670	404	26090
after CTS	0.332	3430	11410	404	26050
after detailed placement	0.332	3430	11410	404	26050
after global placement	0.332	3430	11540	404	26050
after floorplan	-	1800	13140	138	25220
==> power by group <==
part           leakage (uW)  internal (uW)  switching (uW)  total [uW]
clock network             0              0               0           0
registers                 0              0               0           0
logic               0.00128           25.3            8.91        34.2
total               0.00128           25.3            8.91        34.2
==> worst min-delay path by stage <==
| stage | start | endpoint | slack (ps) | cells past startpoint |
|---|---|---|---|---|
| CTS | Cin | SUM[0] | 26050 | 5 |
| global route | B[63] | SUM[63] | 26090 | 5 |
| finish | B[63] | SUM[63] | 26040 | 5 |
==> kinds of logic after synthesis <==
| group | Yosys count | share of synthesized area |
|---|---|---|
| buffers and inverters | 74 | 0.288 |
| adder cells (fa/ha/maj) | 64 | 0.712 |
Power figures rest on the tool's default switching activity, not on a simulated workload.
