==> ./design.v <==
module reg_bank (
    input  wire        clk,
    input  wire        reset,
    input  wire        wrReg,            
    input  wire [3:0]  rs, rt, rd,       
    input  wire [31:0] rdIn,             
    output wire [31:0] rsOut,
    output wire [31:0] rtOut
);
    reg [31:0] registers [0:15];
    integer i;
    always @(posedge clk or posedge reset) begin
        if (reset) begin
            registers[0]  <= 32'h0;         
            registers[1]  <= 32'h0000_0001;
            registers[2]  <= 32'h0000_0002;
            registers[3]  <= 32'h0000_0003;
            registers[4]  <= 32'h0000_0004;
            registers[5]  <= 32'h0000_0005;
            registers[6]  <= 32'h0000_0006;
            registers[7]  <= 32'h0000_0007;
            registers[8]  <= 32'h0000_0008;
            registers[9]  <= 32'h0000_0009;
            registers[10] <= 32'h0000_000A;
            registers[11] <= 32'h0000_000B;
            registers[12] <= 32'h0000_000C;
            registers[13] <= 32'h0000_000D;
            registers[14] <= 32'h0000_000E;
            registers[15] <= 32'h0000_000F;
        end else if (wrReg) begin        
            if (rd == 4'h0) begin
                registers[0]  <= 32'h0; 
            end
            else begin
                registers[rd] <= rdIn;
            end
        end
    end
    assign rsOut = (rs == 4'h0) ? 32'h0 : registers[rs];
    assign rtOut = (rt == 4'h0) ? 32'h0 : registers[rt];
endmodule
==> ./run.sh <==
#!/bin/bash
# OpenROAD 26Q1-2900-gdf79404cd8, Yosys 0.63+post, stock flow scripts
make -C /OpenROAD-flow-scripts/flow DESIGN_CONFIG=/design/flow/config.mk WORK_HOME=/design/flow/orfs finish
==> ./config.mk <==
export PLATFORM = sky130hd
export DESIGN_NAME = reg_bank
export DESIGN_NICKNAME = reg_bank
export VERILOG_FILES = /design/flow/design.v
export SDC_FILE = /design/flow/constraint.sdc
export NUM_CORES = 4
export LEC_CHECK = 1
export CORE_UTILIZATION = 40
==> ./constraint.sdc <==
current_design reg_bank

set clk_period 11.2
set clk_io_pct 0.2

create_clock -name clk0 -period $clk_period [get_ports {clk}]

set non_clock_inputs [all_inputs -no_clocks]
set_input_delay [expr $clk_period * $clk_io_pct] -clock clk0 $non_clock_inputs
set_output_delay [expr $clk_period * $clk_io_pct] -clock clk0 [all_outputs]
==> impl_results.rst <==
Metrics
=======

.. list-table::
   :header-rows: 1

   * - Metric
     - Value
   * - Worst skew pair latency
     - approximately 0.63 ns
   * - Via count of the first global-routing pass
     - 22100
   * - Bufs on Longest Clock Path
     - 3
   * - Number of max-cap violations
     - 0
   * - Final Hold Violation Tally
     - 0
   * - Sw Pwr
     - 0.00162 W
   * - Area of the die
     - 0.0665 mm^2
   * - Outcome
     - complete, no violations
   * - Critical-path maximum fanout
     - 112
   * - Internal portion of total power
     - about 0.0039 W
   * - Clock root buffer master
     - clkbuf_16
   * - Sequential fraction of the synthesis area
     - a little under half
   * - Filler Cells Inserted
     - 5728
   * - Count of yosys warnings during synthesis
     - 2
   * - Resized cells post-CTS
     - 0
   * - Cell area power density
     - 183 mW/mm^2
   * - Number of cell rows
     - 93
   * - Start point of the critical path
     - rt[3]
   * - Effective utilization at floorplan
     - 40.5%
   * - Arr. time, crit path
     - about 5.7 ns
   * - Max reg flops
     - between 400 and 500
   * - Number of top-level pins
     - 111
   * - Placeable core area
     - between 0.06 and 0.07 mm^2
   * - Vias per cell
     - about 6.8
   * - Switching Fraction
     - between 20% and 30%
   * - Total leakage power
     - 12.0 nW
   * - Overall die width
     - roughly 260 um
   * - DRC violation total after the first TritonRoute iteration
     - between 2000 and 2500
   * - DRT antenna net count
     - 0
   * - Max-Slew Margin vs Limit
     - between 20% and 30%
   * - Setup TNS
     - 0 ns
   * - Unique cell types
     - 66
   * - Number of OpenROAD warnings
     - 29
   * - Worst Tran Pin Value
     - about 1.1 ns
   * - Top_reg_cell synth
     - dfrtp_1
   * - Setup violators final
     - 0
   * - Total DRC errors in the routed layout
     - 0
   * - Tmin final
     - about 7.9 ns
   * - Fraction of final layout cells sized beyond drive strength 1
     - about a third
   * - Clock network power share
     - approximately a third
   * - Class of the tightest hold or removal check
     - flip-flop to flip-flop
   * - Die height
     - between 200 and 300 um
   * - RSZ-0062 raised after global routing
     - false
   * - First drt pass iteration count
     - 7
   * - Comb power frac
     - between 20% and 30%
   * - Post-Syn Instances
     - 2346
   * - H-tree depth
     - 2
   * - Final Util
     - between 40 and 50%
   * - CTS tree
     - yes
   * - Post-DR wirelength/cell
     - about 32 um
   * - CTS Buf Count
     - ~53
   * - Final WS setup
     - 3.28 ns
   * - Top achievable clock speed
     - 0.126 GHz
   * - Part of the power in registers
     - between 40 and 50%
   * - Cell area after technology mapping
     - ~0.026 mm^2
   * - Synthesized area per cell
     - roughly 11 um^2
   * - CP required
     - about 9.0 ns
   * - Total number of vias
     - around 22000
   * - Clock net sink count
     - roughly 480
   * - Yosys reg bits
     - about 480
   * - Clock transition at the registers of the reported paths
     - 0.06 ns
   * - Hold Crit Start
     - registers[8][21]
   * - Total of buffers placed on input and output ports
     - 110
   * - Post-CTS Setup Bufs
     - 0
   * - HPWL after detailed placement
     - between 60000 and 70000 um
   * - Async set-or-reset flop fraction in the synthesized netlist
     - 100%
   * - First-pass GRT wire length
     - 152000 um
   * - Overall track demand over capacity in global routing
     - about a third
   * - Registers with the most flip-flops
     - registers: 480 flops
   * - Final Max Tran Viols
     - 0
   * - Yosys cell count
     - around 2300
   * - Peak supply drop
     - approximately 0.099 mV
   * - Part of the cycle the worst path needs
     - a little over two thirds
   * - Last weighted congestion value of the routability-driven placer
     - approximately 0.97
   * - Startpoint kind of the worst setup timing path
     - input port
   * - Area growth, synth to finish
     - 14.7%
   * - Register name with the most flops
     - registers
   * - Dpl ws
     - ~3.5 ns
   * - Pin count of the biggest net entering global routing
     - 126
   * - GRT overflow
     - 0
   * - Number of antenna violations at the first check in global routing
     - 4
   * - EDFF count, synth
     - 0
   * - Final setup skew
     - 0 ns
   * - Hold buffer count at CTS
     - 0
   * - Yosys chip area
     - between 0.02 and 0.03 mm^2
   * - Kind of capture point of the worst setup path
     - output pin
   * - Start of the worst register-to-register path
     - registers[9][31]
   * - Total routed wirelength
     - around 100000 um
   * - Setup CP Type
     - input port to output pin
==> cells by family (layout without fill, tap and decap cells) <==
group / count (synthesis) / count (layout) / synth area share, %
and+or+nand+nor: 311 / 311 / 6.19
DFF: 480 / 480 / 46.0
other: 0 / 1 / 0
buffers and inverters: 253 / 308 / 3.90
AOI/OAI and AO/OA: 742 / 742 / 20.0
muxes: 560 / 560 / 23.9
==> layout make-up <==
cell class | instances | area (um^2) | area share (%)
multi-input combinational | 1613 | 13200 | 44.1
sequential | 480 | 12100 | 40.1
inverter | 8 | 33.8 | 0.113
antenna | 1 | 2.50 | 0.00833
clock buffer | 80 | 1580 | 5.25
clock inverter | 19 | 275 | 0.917
timing repair buffer | 201 | 1790 | 5.96
tap | 855 | 1070 | 3.56
==> cell usage in the layout (no fill, tap or decap), types with 8 or more instances in the layout <==
| cell | instances |
|---|---|
| a22o_1 | 26 |
| and3_1 | 8 |
| clkinv_2 | 9 |
| nand2_1 | 84 |
| clkbuf_16 | 53 |
| a32oi_1 | 11 |
| clkbuf_8 | 15 |
| mux2i_1 | 51 |
| nand2b_1 | 19 |
| mux2_1 | 9 |
| clkbuf_1 | 12 |
| nand3_1 | 27 |
| nor2_1 | 41 |
| o22ai_1 | 25 |
| nor2b_1 | 19 |
| mux2_2 | 498 |
| o211ai_1 | 20 |
| o22a_1 | 12 |
| buf_4 | 97 |
| o2bb2ai_1 | 24 |
| a21oi_1 | 203 |
| a211oi_1 | 15 |
| a22oi_1 | 129 |
| nor2_4 | 9 |
| nor3_1 | 15 |
| nand3b_1 | 17 |
| o21ai_0 | 59 |
| dfstp_2 | 32 |
| dfrtp_1 | 448 |
| a222oi_1 | 13 |
| a221o_1 | 32 |
| or2_2 | 13 |
| o221ai_1 | 12 |
| clkdlybuf4s50_1 | 102 |
| a31oi_1 | 28 |
| a221oi_1 | 79 |
| a32o_1 | 10 |
==> routing by layer <==
metal	vias to the layer above	track usage, %	share of wire, %	routed length, um
met4	8	13.4	5.5	5760
met2	1565	46.9	44	45300
met1	11200	43.8	38	39500
li1	9060	-	-	-
met5	-	0	0.051	53
met3	408	13.6	13	13600
==> critical path, stage by stage <==
cell and delay, ns:
buf_4 0.41, buf_12 0.52, and2_1 0.65, buf_4 0.43, a22oi_1 0.11, o2bb2ai_1 0.22
a22oi_1 0.10, a31oi_1 0.37, clkdlybuf4s50_1 0.55
==> Yosys cell counts, types with 35 or more instances <==
master	n	share of area, %
a22oi_1	129	3.7
a221oi_1	79	2.6
buf_2	48	0.92
dfrtp_1	448	43
nand2_1	85	1.2
o21ai_0	59	1.1
clkbuf_1	160	2.3
mux2i_1	51	2.0
nor2_1	55	0.79
buf_1	35	0.50
a21oi_1	203	3.9
mux2_2	498	21
==> final timing paths <==
path / to / depth (start not counted) / slack, ns
max: rtOut[22] / 9 / 3.28
min: registers[8][21] / 1 / 0.53
max reg2reg: registers[9][31] / 1 / 10.35
min reg2reg: registers[8][21] / 1 / 0.53
max in group asynchronous: registers[12][19] / 5 / 6.81
min in group asynchronous: registers[9][5] / 2 / 1.94
==> power groups by stage <==
stage | combinational (W) | sequential, W | clock, W
CTS | 0.00111 | 0.00251 | 0.00188
global route | 0.00120 | 0.00257 | 0.00194
finish | 0.00112 | 0.00252 | 0.00185
==> metrics by stage <==
stage	hold WS [ns]	power, W	cells	area, um^2
after floorplan	0.482	0.00318	2346	26200
after global placement	0.504	0.00361	3157	28200
after detailed placement	0.516	0.00363	3157	28200
after CTS	0.530	0.00549	3256	30000
after global routing	0.547	0.00571	3257	30000
final	0.530	0.00549	3257	30000
Power is estimated from default activity; no workload was simulated.
