`./config.mk`:
```
export PLATFORM = sky130hd
export DESIGN_NAME = alu_wrapper
export DESIGN_NICKNAME = alu_wrapper
export VERILOG_FILES = /design/flow/design.v
export SDC_FILE = /design/flow/constraint.sdc
export NUM_CORES = 4
export LEC_CHECK = 1
export CORE_UTILIZATION = 30
```
`./constraint.sdc`:
```
current_design alu_wrapper

set clk_period 14.8
set clk_io_pct 0.2

create_clock -name clk0 -period $clk_period

set non_clock_inputs [all_inputs -no_clocks]
set_input_delay [expr $clk_period * $clk_io_pct] -clock clk0 $non_clock_inputs
set_output_delay [expr $clk_period * $clk_io_pct] -clock clk0 [all_outputs]
```
`./design.v`:
```
`timescale 1ns / 1ps
module full_adder(input in1, input in2, input cin,output out , output cout );
wire g2_out, g3_out, g4_out;    
xor g1(out, in1, in2, cin);      
and g2(g2_out,in1, in2);         
xor g3(g3_out, in1,in2);         
and g4(g4_out,g3_out,cin);       
or g5(cout, g2_out, g4_out);     
endmodule
module ALU (
    input [31:0] operand_a,
    input [31:0] operand_b,
    input [4:0] alu_control,
    output [31:0] result,
    output zero_flag,
    output negative_flag,
    output overflow_flag
);
    parameter ADD  = 5'b00000;
    parameter SUB  = 5'b00001;
    parameter AND  = 5'b00010;
    parameter OR   = 5'b00011;
    parameter XOR  = 5'b00100;
    parameter SL  = 5'b00101;
    parameter SRL  = 5'b00110;
    parameter SLT  = 5'b00111;  
    parameter NOT  = 5'b01000;  
    parameter SRA  = 5'b01001;  
    parameter INC  = 5'b01010;
    parameter DEC  = 5'b01011;
    parameter NOR  = 5'b01100; 
    parameter SGT  = 5'b01101;  
    parameter LUI  = 5'b01110;  
    parameter HAM  = 5'b01111; 
    wire [31:0] add_result, sub_result;
    wire [31:0] and_result, or_result, xor_result, nor_result, not_result;
    wire [31:0] sl_result, srl_result, sra_result;
    wire [31:0] inc_result, dec_result;
    wire [31:0] slt_result, sgt_result, lui_result, ham_result;
    wire inc_cout, dec_bout;
    wire [32:0] temp_add, temp_sub;
    and_gate_32_bit and_inst (.n1(operand_a), .n2(operand_b), .out(and_result));
    or_gate_32_bit or_inst (.n1(operand_a), .n2(operand_b), .out(or_result));
    xor_gate_32_bit xor_inst (.n1(operand_a), .n2(operand_b), .out(xor_result));
    nor_gate_32bit nor_inst (.n1(operand_a), .n2(operand_b), .out(nor_result));
    not_gate_32_bit not_inst (.inp(operand_a), .out(not_result));
    shift_left sl_inst (.A(operand_a), .B(operand_b), .out(sl_result));
    shift_right_logical srl_inst (.A(operand_a), .B(operand_b), .out(srl_result));
    shift_right_arithmetic sra_inst (.A(operand_a), .B(operand_b), .out(sra_result));
    inc inc_inst (.A(operand_a), .OUT(inc_result), .Cout(inc_cout));
    dec dec_inst (.A(operand_a), .OUT(dec_result), .Bout(dec_bout));
    slt slt_inst (.A(operand_a), .B(operand_b), .C(slt_result));
    sgt sgt_inst (.A(operand_a), .B(operand_b), .C(sgt_result));
    lui lui_inst (.immediate(operand_b[15:0]), .result(lui_result));
    ham ham_inst (.src(operand_a), .result(ham_result));
    assign temp_add = {1'b0, operand_a} + {1'b0, operand_b};
    assign temp_sub = {1'b0, operand_a} - {1'b0, operand_b};
    assign add_result = temp_add[31:0];
    assign sub_result = temp_sub[31:0];
    reg [31:0] result_reg;
    always @(*) begin
        case (alu_control)
            ADD: result_reg = add_result;
            SUB: result_reg = sub_result;
            AND: result_reg = and_result;
            OR:  result_reg = or_result;
            XOR: result_reg = xor_result;
            NOR: result_reg = nor_result;
            NOT: result_reg = not_result;
            SL:  result_reg = sl_result;
            SRL: result_reg = srl_result;
            SRA: result_reg = sra_result;
            INC: result_reg = inc_result;
            DEC: result_reg = dec_result;
            SLT: result_reg = slt_result;
            SGT: result_reg = sgt_result;
            LUI: result_reg = lui_result;
            HAM: result_reg = ham_result;
            default: result_reg = 32'h0;
        endcase
    end
    assign result = result_reg;
    assign zero_flag = (result == 32'h0);
    assign negative_flag = result[31];
    assign overflow_flag = ((alu_control == ADD) && temp_add[32]) ||
                          ((alu_control == SUB) && temp_sub[32]) ||
                          ((alu_control == INC) && inc_cout) ||
                          ((alu_control == DEC) && dec_bout);
endmodule
module alu_wrapper (
    input [31:0] operand_a,
    input [31:0] operand_b,
    input [3:0] alu_control,
    output [31:0] result,
    output zero_flag,
    output negative_flag,
    output overflow_flag
);
    wire [4:0] extended_control = {1'b0, alu_control};
    ALU main_alu (
        .operand_a(operand_a),
        .operand_b(operand_b),
        .alu_control(extended_control),
        .result(result),
        .zero_flag(zero_flag),
        .negative_flag(negative_flag),
        .overflow_flag(overflow_flag)
    );
endmodule
module and_gate_32_bit (
    input [31:0] n1,
    input [31:0] n2,
    output [31:0] out
);
    and_gate_8bit and_gate0 (.n1(n1[7:0]),.n2(n2[7:0]),.out(out[7:0]));
    and_gate_8bit and_gate1 (.n1(n1[15:8]),.n2(n2[15:8]),.out(out[15:8]));
    and_gate_8bit and_gate2 (.n1(n1[23:16]),.n2(n2[23:16]),.out(out[23:16]));
    and_gate_8bit and_gate3 (.n1(n1[31:24]),.n2(n2[31:24]),.out(out[31:24]));
endmodule
module and_gate_8bit (
    input [7:0] n1,
    input [7:0] n2,
    output [7:0] out
);
    and and0 (out[0], n1[0], n2[0]);
    and and1 (out[1], n1[1], n2[1]);
    and and2 (out[2], n1[2], n2[2]);
    and and3 (out[3], n1[3], n2[3]);
    and and4 (out[4], n1[4], n2[4]);
    and and5 (out[5], n1[5], n2[5]);
    and and6 (out[6], n1[6], n2[6]);
    and and7 (out[7], n1[7], n2[7]);
endmodule
module dec(
    input  [31:0] A,        
    output [31:0] OUT,      
    output Bout             
);
    wire [31:0] ONE = 32'b1;
    full_subtractor_32bit SUB (
        .A(A),
        .B(ONE),
        .Bin(1'b0),    
        .Diff(OUT),
        .Bout(Bout)
    );
endmodule
`timescale 1ns / 1ps
module full_adder_32bit(
    input  [31:0] A,
    input  [31:0] B,
    input  Cin,
    output [31:0] SUM,
    output Cout
);
    wire [2:0] carry;    
    full_adder_8bit FA0 (A[7:0],   B[7:0],   Cin,      SUM[7:0],   carry[0]);
    full_adder_8bit FA1 (A[15:8],  B[15:8],  carry[0], SUM[15:8],  carry[1]);
    full_adder_8bit FA2 (A[23:16], B[23:16], carry[1], SUM[23:16], carry[2]);
    full_adder_8bit FA3 (A[31:24], B[31:24], carry[2], SUM[31:24], Cout);
endmodule
module full_adder_8bit(
    input  [7:0] A,
    input  [7:0] B,
    input  Cin,
    output [7:0] SUM,
    output Cout
);
    wire [6:0] carry;    
    full_adder FA0(A[0], B[0], Cin,      SUM[0], carry[0]);
    full_adder FA1(A[1], B[1], carry[0], SUM[1], carry[1]);
    full_adder FA2(A[2], B[2], carry[1], SUM[2], carry[2]);
    full_adder FA3(A[3], B[3], carry[2], SUM[3], carry[3]);
    full_adder FA4(A[4], B[4], carry[3], SUM[4], carry[4]);
    full_adder FA5(A[5], B[5], carry[4], SUM[5], carry[5]);
    full_adder FA6(A[6], B[6], carry[5], SUM[6], carry[6]);
    full_adder FA7(A[7], B[7], carry[6], SUM[7], Cout);
endmodule
`timescale 1ns / 1ps
module full_subtractor(
    input wire a, b, bin,
    output wire d, bout
    );
    wire t1,t2,t3,t4,t5;
    xor g1(t1,a,b);      
    xor g2(d,bin,t1);    
    not g3(t2,a);        
    and g4(t3,t2,b);     
    not g5(t4,t1);       
    and g6(t5,t4,bin);   
    or g7(bout,t3,t5);   
endmodule
module full_subtractor_32bit(
    input  [31:0] A,
    input  [31:0] B,
    input  Bin,
    output [31:0] Diff,
    output Bout
);
    wire [2:0] borrow;
    full_subtractor_8bit FS0(A[7:0],   B[7:0],   Bin,      Diff[7:0],   borrow[0]);
    full_subtractor_8bit FS1(A[15:8],  B[15:8],  borrow[0], Diff[15:8], borrow[1]);
    full_subtractor_8bit FS2(A[23:16], B[23:16], borrow[1], Diff[23:16], borrow[2]);
    full_subtractor_8bit FS3(A[31:24], B[31:24], borrow[2], Diff[31:24], Bout);
endmodule
`timescale 1ns / 1ps
module full_subtractor_8bit(
    input  [7:0] A,
    input  [7:0] B,
    input  Bin,
    output [7:0] Diff,
    output Bout
);
    wire [6:0] borrow;
    full_subtractor FS0(A[0], B[0], Bin,      Diff[0], borrow[0]);
    full_subtractor FS1(A[1], B[1], borrow[0], Diff[1], borrow[1]);
    full_subtractor FS2(A[2], B[2], borrow[1], Diff[2], borrow[2]);
    full_subtractor FS3(A[3], B[3], borrow[2], Diff[3], borrow[3]);
    full_subtractor FS4(A[4], B[4], borrow[3], Diff[4], borrow[4]);
    full_subtractor FS5(A[5], B[5], borrow[4], Diff[5], borrow[5]);
    full_subtractor FS6(A[6], B[6], borrow[5], Diff[6], borrow[6]);
    full_subtractor FS7(A[7], B[7], borrow[6], Diff[7], Bout);
endmodule
module ham(
    input wire [31:0] src,           
    output wire [31:0] result        
);
    reg [5:0] count;   
    integer i;
    always @(*) begin
        count = 0;
        for (i = 0; i < 32; i = i + 1) begin
            count = count + src[i];
        end
    end
    assign result = {26'b0, count};   
endmodule
module inc(
    input  [31:0] A,       
    output [31:0] OUT,     
    output Cout            
);
    wire [31:0] ONE = 32'b1;
    full_adder_32bit ADD (
        .A(A),
        .B(ONE),
        .Cin(1'b0),
        .SUM(OUT),
        .Cout(Cout)
    );
endmodule
module lui(
    input wire [15:0] immediate,     
    output wire [31:0] result        
);
    assign result = {immediate, 16'h0000};   
endmodule
module nor_gate_32bit (
    input [31:0] n1,
    input [31:0] n2,
    output [31:0] out
);
    nor_gate_8bit nor_gate0 (.n1(n1[7:0]),.n2(n2[7:0]),.out(out[7:0]));
    nor_gate_8bit nor_gate1 (.n1(n1[15:8]),.n2(n2[15:8]),.out(out[15:8]));
    nor_gate_8bit nor_gate2 (.n1(n1[23:16]),.n2(n2[23:16]),.out(out[23:16]));
    nor_gate_8bit nor_gate3 (.n1(n1[31:24]),.n2(n2[31:24]),.out(out[31:24]));
endmodule
module nor_gate_8bit (
    input  [7:0] n1,
    input  [7:0] n2,
    output [7:0] out
);
    wire [7:0] or_out; 
    or_gate_8bit u1 (
        .n1(n1),
        .n2(n2),
        .out(or_out)
    );
    not_gate_8bit u2 (
        .inp(or_out),
        .out(out)
    );
endmodule
module not_gate_32_bit (
    input [31:0] inp,
    output [31:0] out
);
    not_gate_8bit not_gate0 (.inp(inp[7:0]),.out(out[7:0]));
    not_gate_8bit not_gate1 (.inp(inp[15:8]),.out(out[15:8]));
    not_gate_8bit not_gate2 (.inp(inp[23:16]),.out(out[23:16]));
    not_gate_8bit not_gate3 (.inp(inp[31:24]),.out(out[31:24]));
endmodule
module not_gate_8bit (
    input [7:0] inp,
    output [7:0] out
);
    not not0 (out[0], inp[0]);
    not not1 (out[1], inp[1]);
    not not2 (out[2], inp[2]);
    not not3 (out[3], inp[3]);
    not not4 (out[4], inp[4]);
    not not5 (out[5], inp[5]);
    not not6 (out[6], inp[6]);
    not not7 (out[7], inp[7]);
endmodule
module or_gate_32_bit (
    input [31:0] n1,
    input [31:0] n2,
    output [31:0] out
);
    or_gate_8bit or_gate0 (.n1(n1[7:0]),.n2(n2[7:0]),.out(out[7:0]));
    or_gate_8bit or_gate1 (.n1(n1[15:8]),.n2(n2[15:8]),.out(out[15:8]));
    or_gate_8bit or_gate2 (.n1(n1[23:16]),.n2(n2[23:16]),.out(out[23:16]));
    or_gate_8bit or_gate3 (.n1(n1[31:24]),.n2(n2[31:24]),.out(out[31:24]));
endmodule
module or_gate_8bit (
    input [7:0] n1,
    input [7:0] n2,
    output [7:0] out
);
    or or0 (out[0] ,n1[0],n2[0]);
    or or1 (out[1] ,n1[1],n2[1]);
    or or2 (out[2] ,n1[2],n2[2]);
    or or3 (out[3] ,n1[3],n2[3]);
    or or4 (out[4] ,n1[4],n2[4]);
    or or5 (out[5] ,n1[5],n2[5]);
    or or6 (out[6] ,n1[6],n2[6]);
    or or7 (out[7] ,n1[7],n2[7]);
endmodule
module sgt(
    input wire signed [31:0] A, B,
    output wire [31:0] C
);
    assign C[31:1] = {31{1'b0}};   
    assign C[0] = A > B;           
endmodule
module shift_left(
    input [31:0] A,    
    input [31:0] B,    
    output [31:0] out  
);
    reg [31:0] temp;
    always @(*) begin
        if (B >= 32)
            temp = 32'h0;  
        else
            temp = A << B[4:0];  
    end
    assign out = temp;
endmodule
module shift_right_arithmetic(
    input [31:0] A,    
    input [31:0] B,    
    output [31:0] out  
);
    reg [31:0] temp;
    always @(*) begin
        if (B >= 32) begin
            temp = A[31] ? 32'hFFFFFFFF : 32'h0;
        end else begin
            temp = $signed(A) >>> B[4:0];   
        end
    end
    assign out = temp;
endmodule
module shift_right_logical(
    input [31:0] A,    
    input [31:0] B,    
    output [31:0] out  
);
    reg [31:0] temp;
    always @(*) begin
        if (B >= 32)
            temp = 32'h0;   
        else
            temp = A >> B[4:0];   
    end
    assign out = temp;
endmodule
module slt(
    input wire signed [31:0] A, B,
    output wire [31:0] C
);
    assign C[31:1] = {31{1'b0}};   
    assign C[0] = A < B;           
endmodule
module xor_gate_32_bit (
    input [31:0] n1,
    input [31:0] n2,
    output [31:0] out
);
    xor_gate_8bit xor_gate0 (.n1(n1[7:0]),.n2(n2[7:0]),.out(out[7:0]));
    xor_gate_8bit xor_gate1 (.n1(n1[15:8]),.n2(n2[15:8]),.out(out[15:8]));
    xor_gate_8bit xor_gate2 (.n1(n1[23:16]),.n2(n2[23:16]),.out(out[23:16]));
    xor_gate_8bit xor_gate3 (.n1(n1[31:24]),.n2(n2[31:24]),.out(out[31:24]));
endmodule
module xor_gate_8bit (
    input [7:0] n1,
    input [7:0] n2,
    output [7:0] out
);
    xor xor0 (out[0],n1[0], n2[0]);
    xor xor1 (out[1],n1[1], n2[1]);
    xor xor2 (out[2],n1[2], n2[2]);
    xor xor3 (out[3],n1[3], n2[3]);
    xor xor4 (out[4],n1[4], n2[4]);
    xor xor5 (out[5],n1[5], n2[5]);
    xor xor6 (out[6],n1[6], n2[6]);
    xor xor7 (out[7],n1[7], n2[7]);
endmodule
```
`./run.sh`:
```
#!/bin/bash
# OpenROAD 26Q1-2900-gdf79404cd8, Yosys 0.63+post, stock flow scripts
make -C /OpenROAD-flow-scripts/flow DESIGN_CONFIG=/design/flow/config.mk WORK_HOME=/design/flow/orfs finish
```
==> results.yml <==
# generated from flow reports
outcome:
  status: "finished, final reports clean"
clocking:
  cts_hold_buf: 0
  post_cts_buffers: 0
  postCtsResizedCells: 0
finish:
  n_clock_buffer: 0
  drive_gt1_share_pct: 11.5
  nFlopsAndLatches: 0
  final_core_util_pct: 34.1
  ff_latch_area_um2: 0
  syn_to_final_growth_pct: 11.8
power:
  p_leak_nw: 5.57
  p_per_area_nw_per_um2: 53.7
  ir_worst_vdd_uv: 76.4
  total_power_w: 0.000791
route:
  num_antenna_cells: 0
  num_vias: 16435
  detail_route.first_pass.iterations: 6
  routed_wirelength_mm: 77.4
  ant_nets: 0
  post-route-drc-count: 0
  viasPerCell: 6.75
  drt-initial-drc-count: 2057
  wl_per_cell_um: 31.8
setup_path:
  required_ps: 11840
  startpoint_type: "primary input"
  cp_max_fo: 20
  cp-end-kind: "output port"
  crit_slowest_cell: "fa_1"
  cp_data_arrival_time_ps: 10860
  crit_chain: "clkdlybuf4s50_1, buf_4, inv_1, fa_1, fa_1, inv_1, fa_1, fa_1, fa_1, fa_1, ha_1, a21o_1, a21oi_1, o21bai_1, a311oi_1, o221ai_1, a2111o_1, or4b_1, nor4_1, and4_1, nand4_1, nor4_2, clkdlybuf4s50_1"
  cp_common_cell: "fa_1"
  critical_path_class: "in2out"
  max_stage_delay_ps: 580
final_timing:
  finalCritPeriodShare_pct: 93.4
  fin_crit_ps: 13820
  relSlewSlack_pct: 41.4
  fmax_mhz: 72.4
  worst_pin_slew_ps: 870
  hold_violations: 0
  grt_setup_unrepaired: "false"
  worst_slack_ps: 984
  whs_ps: 7160
  setup_viol: 0
  setup_tns_ps: 0
  maxSlewViolCount: 0
grt:
  grt_pass1_wl_mm: 111
  gr-total-overflow: 0
  grt_pass1_vias: 15450
  grt_max_degree: 57
  antenna_found_initial: 1
  grt_usage_pct: 35.1
placement:
  io_buffers: 103
  hpwlAfterDp_mm: 59.8
  dp_slack_ps: 1060
  place_congestion: 1.08
logic_synthesis:
  yosys-stat-area_um2: 13200
  syn_area_per_cell_um2: 7.14
  ys_seq_share_pct: 0
  synth.distinct_cells: 95
  synthCells: 1846
  syn-cell-area_um2: 13200
  ys_warn_count: 5
  yosys_cells: 1846
hold_path:
  worst_hold_path_type: "in2out"
floorplan:
  num_rows: 76
  dieArea_um2: 44800
  ios: 103
  dieHeight_um: 212
  coreArea_um2: 43200
  fp-utilization_pct: 30.6
  chipWidth_um: 212
run:
  warning_count: 99
  drv_cap: 0
[power breakdown]
part	internal, W	total [W]	switching [W]
clock network	0	0	0
registers	0	0	0
logic	0.000323	0.000791	0.000468
total	0.000323	0.000791	0.000468
[worst paths after layout]
path	slack, ps	end	startpoint	cells after the start
max	980	zero_flag	operand_a[25]	23
min	7160	result[0]	alu_control[0]	5
[synth_stat cells, drive strengths merged, types with 10 or more instances]
library cell	number	area share, %
nor4	38	2.0
a21o	20	1.1
o2111ai	10	0.66
nand3	51	1.9
o31ai	13	0.74
a31oi	33	1.6
nor2b	20	0.95
or3	12	0.61
mux4	64	11
nand2b	20	0.95
o211ai	47	2.7
o21bai	14	0.80
a32oi	10	0.66
or4	11	0.65
and2	13	0.62
inv	122	3.5
a21oi	120	4.6
nand2	160	4.6
mux2i	53	4.0
nor3	47	1.9
o311ai	10	0.66
a2111oi	13	0.86
xnor2	47	3.1
a211oi	37	2.1
o21ai	102	3.9
nor2	156	4.4
fa	26	3.9
a22oi	20	1.1
a221oi	24	1.6
clkbuf	104	3.0
buf	70	3.1
o22ai	17	0.81
mux2	28	2.4
nand4	27	1.3
ha	106	10
and3	13	0.63
o21a	10	0.57
o221ai	15	1.0
[final cells by class]
cell class,instances,area [um^2]
Fill cell,4654,28400
Multi-Input combinational cell,1550,12000
Timing Repair Buffer,177,1560
Tap cell,585,732
Inverter,122,458
[critical path: cells and delay by family]
kind | cells | cell delay, ps
compound gates | 6 | 1290
fa+ha+maj | 7 | 3330
buf+inv | 5 | 1430
simple gates | 5 | 1840
[cell families after synthesis]
group | after synthesis | share of synthesized area, %
fa+ha+maj | 132 | 14.0
mux | 145 | 17.3
xor+xnor | 51 | 3.39
compound gates | 603 | 31.7
buf+inv | 296 | 9.52
simple gates | 619 | 24.1
[cell usage in the layout, fill, tap and decap left out, types with 53 or more instances in the layout]
master,count
mux4_2,64
o21ai_0,99
a21oi_1,120
inv_1,120
clkdlybuf4s50_1,97
nand2_1,158
mux2i_1,53
buf_4,77
nor2_1,156
ha_1,106
[per-stage QoR]
step	std cells	area (um^2)
after floorplan	1846	13200
after global placement	2434	14700
after detailed placement	2434	14700
after CTS	2434	14700
after global routing	2434	14700
final	2434	14700
[layer usage]
layer	vias up	GRT usage (%)	routed length, um
met2	1172	50.5	32500
met5	-	0	13
met4	2	12.7	3460
li1	7067	-	-
met3	200	11.8	9660
met1	7994	49.0	31800
Power and IR drop assume default switching activity.
